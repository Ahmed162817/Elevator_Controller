`design/flow/design.v`:
```
module Elevator_Arbiter (clk,rst_n,up,down,req_int,req_ext,request_done,curr_floor,req_floor);
parameter FLOORS_NUM = 5;
input clk,rst_n,up,down;                                        
input [FLOORS_NUM-1:0] req_int,req_ext;                 
input [FLOORS_NUM-1:0] request_done;                   
input [$clog2(FLOORS_NUM)-1:0] curr_floor;            
output reg [$clog2(FLOORS_NUM)-1:0] req_floor;       
wire [FLOORS_NUM-1:0] req_combined;                
wire [FLOORS_NUM-1:0] req_new;                    
reg [FLOORS_NUM-1:0] req_pending;                
assign req_new      = req_ext | req_int;
assign req_combined = req_pending | req_new;
always @(posedge clk or negedge rst_n) begin
    if(!rst_n) begin
        req_pending <= 0;
    end
    else begin
        req_pending <= req_combined & ~request_done;        
    end
end
always @ (*) begin
    req_floor = curr_floor;         
    case ({down,up})
        2'b01 : begin             
            if (|(req_combined >> (curr_floor + 1))) begin                 
                req_floor = nearest_above(req_combined,curr_floor);
            end
        end
        2'b10 : begin          
            if (|(req_combined << (curr_floor + 1))) begin             
                req_floor = nearest_below(req_combined,curr_floor);
            end
        end
        default : begin     
            if (|req_combined) begin
                req_floor = highest_req(req_combined); 
            end
        end
    endcase
end
function [$clog2(FLOORS_NUM)-1:0] nearest_above (input [FLOORS_NUM-1:0] request_combined,input [$clog2(FLOORS_NUM)-1:0] current_floor);
    integer i;
    reg found;
    begin        
        nearest_above = current_floor;
        found = 0;
        for (i = 0; i < FLOORS_NUM; i = i + 1) begin
            if ((request_combined[i]) && (!found) && (i >= current_floor+1)) begin 
                nearest_above = i[$clog2(FLOORS_NUM)-1:0];
                found = 1;
            end
        end
    end
endfunction
function [$clog2(FLOORS_NUM)-1:0] nearest_below (input [FLOORS_NUM-1:0] request_combined,input [$clog2(FLOORS_NUM)-1:0] current_floor);
    integer i;
    reg found;
    begin        
        nearest_below = current_floor;
        found = 0;
        for (i = FLOORS_NUM - 1; i >= 0; i = i - 1) begin
            if ((request_combined[i]) && (!found) && (i <= current_floor-1)) begin 
                nearest_below = i[$clog2(FLOORS_NUM)-1:0];
                found = 1;
            end
        end
    end
endfunction
function [$clog2(FLOORS_NUM)-1:0] highest_req (input [FLOORS_NUM-1:0] request_combined);
    integer i;
    reg found;
    begin        
        highest_req = 0;
        found = 0;
        for (i = FLOORS_NUM - 1; i >= 0; i = i -1) begin
            if ((request_combined[i]) && (!found)) begin 
                highest_req = i[$clog2(FLOORS_NUM)-1:0];
                found = 1;
            end
        end
    end
endfunction
endmodule
module Elevator_FSM (clk,rst_n,stop,req_floor,curr_floor,up,down,door,request_done);
parameter FLOORS_NUM = 5;
parameter TRAVEL_FLOOR_CYCLES = 100_000_000;
parameter DOOR_OPEN_CYCLES    = 100_000_000;
localparam S_IDLE = 3'b000;
localparam S_UP   = 3'b001;
localparam S_DOWN = 3'b010;
localparam S_DOOR = 3'b011;
localparam S_STOP = 3'b100;
input clk,rst_n,stop;                               
input [$clog2(FLOORS_NUM)-1:0] req_floor;          
output reg [$clog2(FLOORS_NUM)-1:0] curr_floor;   
output reg up,down,door;                         
output [FLOORS_NUM-1:0] request_done;           
reg [$clog2(TRAVEL_FLOOR_CYCLES)-1:0] travel_count;     
reg [$clog2(DOOR_OPEN_CYCLES)-1:0] door_count;         
reg [2:0] state;                                      
reg [2:0] saved_state;                               
reg stop_toggle;                                    
always @ (posedge clk or negedge rst_n) begin
    if(!rst_n) begin
        stop_toggle <= 0;
    end
    else if (stop) begin
        stop_toggle <= ~stop_toggle;
    end
end
always @ (posedge clk or negedge rst_n) begin
    if (!rst_n) begin
        state <= S_IDLE;
        saved_state <= S_IDLE;
        travel_count <= 0;
        door_count <= 0;
        curr_floor <= 0;
        up <= 0;
        down <= 0;
        door <= 0;
    end
    else begin
        case (state)
            S_IDLE: begin
                if (stop_toggle) begin
                    state <= S_STOP;
                    saved_state <= S_IDLE;
                end
                else if (curr_floor < req_floor) begin
                    state <= S_UP;
                    travel_count <= 0;
                end 
                else if (curr_floor > req_floor) begin
                    state <= S_DOWN;
                    travel_count <= 0;
                end
                up   <= 0;
                down <= 0;
                door <= 0;
            end
            S_UP: begin
                if (stop_toggle) begin
                    state <= S_STOP;
                    saved_state <= S_UP;
                end
                else if (travel_count == TRAVEL_FLOOR_CYCLES-1) begin       
                    travel_count <= 0;
                    if (curr_floor < FLOORS_NUM-1) begin
                        curr_floor <= curr_floor + 1;
                        up   <= 1;
                        down <= 0;
                        door <= 0;
                        if (curr_floor + 1 == req_floor) begin
                            state <= S_DOOR;
                            door_count <= 0;
                        end
                    end
                end 
                else begin
                    state <= S_UP;
                    travel_count <= travel_count + 1;
                end
            end
            S_DOWN: begin
                if (stop_toggle) begin
                    state <= S_STOP;
                    saved_state <= S_DOWN;
                end
                else if (travel_count == TRAVEL_FLOOR_CYCLES-1) begin       
                    travel_count <= 0;
                    if (curr_floor > 0) begin
                        curr_floor <= curr_floor - 1;
                        up   <= 0;
                        down <= 1;
                        door <= 0;
                        if (curr_floor - 1 == req_floor) begin
                            state <= S_DOOR;
                            door_count <= 0;
                        end
                    end
                end 
                else begin
                    state <= S_DOWN;
                    travel_count <= travel_count + 1;
                end 
            end
            S_DOOR: begin
                if (door_count == DOOR_OPEN_CYCLES-1) begin         
                    state <= S_IDLE;
                    door_count <= 0;
                end 
                else begin
                    state <= S_DOOR;
                    door_count <= door_count + 1;
                end
                up   <= 0;
                down <= 0;
                door <= 1;
            end
            S_STOP: begin
                if(!stop_toggle) begin
                    state <= saved_state;
                end
                else begin
                    state <= S_STOP;
                end
            end
            default : begin
                state  <= S_IDLE;
                saved_state  <= S_IDLE;
                travel_count <= 0;
                door_count   <= 0;
                curr_floor   <= 0;
                up    <= 0;
                down  <= 0;
                door  <= 0;
            end
        endcase
    end
end
assign request_done = (state == S_DOOR) ? (1 << curr_floor) : 0;
endmodule
module Elevator_Top (clk,rst_n,req_ext,req_int,stop,curr_floor,up,down,door);
parameter FLOORS_NUM = 5;                                 
parameter TRAVEL_FLOOR_CYCLES = 100_000_000;             
parameter DOOR_OPEN_CYCLES    = 100_000_000;            
input clk,rst_n,stop;                   
input [FLOORS_NUM-1:0] req_int,req_ext;
output [$clog2(FLOORS_NUM)-1:0] curr_floor;
output up,down,door;
wire [$clog2(FLOORS_NUM)-1:0] requested_floor;
wire [FLOORS_NUM-1:0] request_done;
Elevator_Arbiter #(.FLOORS_NUM(FLOORS_NUM)) ARBITER_inst (.clk(clk),.rst_n(rst_n),.req_int(req_int),.req_ext(req_ext),
.request_done(request_done),.up(up),.down(down),.curr_floor(curr_floor),.req_floor(requested_floor));
Elevator_FSM #(.FLOORS_NUM(FLOORS_NUM),.TRAVEL_FLOOR_CYCLES(TRAVEL_FLOOR_CYCLES),.DOOR_OPEN_CYCLES(DOOR_OPEN_CYCLES)) FSM_inst (.clk(clk),
.rst_n(rst_n),.stop(stop),.req_floor(requested_floor),.curr_floor(curr_floor),.up(up),.down(down),.door(door),.request_done(request_done));
endmodule
```
`design/flow/run.sh`:
```
#!/bin/bash
# OpenROAD 26Q1-2900-gdf79404cd8, Yosys 0.63+post, stock flow scripts
make -C /OpenROAD-flow-scripts/flow DESIGN_CONFIG=/design/flow/config.mk WORK_HOME=/design/flow/orfs finish
```
`design/flow/config.mk`:
```
export PLATFORM = sky130hd
export DESIGN_NAME = Elevator_Top
export DESIGN_NICKNAME = Elevator_Top
export VERILOG_FILES = /design/flow/design.v
export SDC_FILE = /design/flow/constraint.sdc
export NUM_CORES = 4
export LEC_CHECK = 1
export CORE_UTILIZATION = 50
```
`design/flow/constraint.sdc`:
```
current_design Elevator_Top

set clk_period 8.4
set clk_io_pct 0.2

create_clock -name clk0 -period $clk_period [get_ports {clk}]

set non_clock_inputs [all_inputs -no_clocks]
set_input_delay [expr $clk_period * $clk_io_pct] -clock clk0 $non_clock_inputs
set_output_delay [expr $clk_period * $clk_io_pct] -clock clk0 [all_outputs]
```
==> CHANGELOG.md <==
### Metrics

- Outcome: finished, final reports clean
- Min-Delay Path Class: reg2reg
- Slowest-stage cell, CP: or3_1
- Die height: 101 um
- Ant diodes: 0
- GRT Residual Overflow: 0
- Kind of critical path: in2reg
- Largest net degree at the start of global routing: 56
- Setup_tns: 0 ns
- Total Power: about 1.6 mW
- Vias/cell: a little over 6
- Worst slew margin: 0.453
- CP cell instances: clkdlybuf4s50_1, nor3_4, a31oi_1, o311ai_2, a21oi_2, o41ai_4, ha_1, nor2b_1, o21a_1, o2111ai_1, nand2_1, or3_1, nor2_1, nand3_1, xor2_1, nor2_1
- Crit path max-delay family: simple AND/OR/NAND/NOR gates
- # IOs: 19
- Share of power burned in registers: 0.341
- WP data required: 8.59 ns
- Crit end category: register
- DRC viols: 0
- RSZ-0062 raised after global routing: false
- Seq share, synth: 0.361
- GRT met3 Usage: 0.0350
- R2R Setup Slk: 2.95 ns
- Yosys warnings: 2
- CTS tree: done
- CTS buffer count: 9
- Post-route minimum period: 6.13 ns
- All-Layer GR Usage: 0.262
- Cell count after synthesis: just under 600
- Switching power: about 0.72 mW
- CTS sink cnt: a little over 70
- Asr flop ratio synth: 1.00
- Initial antenna violation count: 0
- Overall die width: approximately 100 um
- Synth-to-Final Area Change: 9.41%
- Worst EP arrival: ~6.3 ns
- RR Endpoint: FSM_inst.travel_count[24]
- Avg Cell Area, Syn: around 8.4 um^2
- Post-synth EDFFs: 0
- Startpoint Class: input pin
- Seq cells post-synth: between 70 and 80
- DRT Pass-1 Iters: 4
- Full die area: approximately 10,000 um^2
- Placed wire-length estimate: 8.34 mm
- Crit path launch: req_int[1]
- Gp weighted congestion: approximately 0.9
- Combinational share of power: 0.479
- Number of global-route vias before repair: between 4,000 and 5,000
- Cell Area, Synth: just under 5000 um^2
- H-tree depth: 3
- Crit Reg-Reg Startpoint: FSM_inst.curr_floor[1]
- Synth Flop Type: dfrtp_1
- Hold_buf cts: 0
- Port buffer count: 18
- Most frequent cell on the critical path: nor2_1
- Fin crit share: 0.730
- Met2 Use GR: 0.390
- Core Footprint: 9370 um^2
- Peak fanout along the critical path: 21
- Cell count of the worst reg-to-reg path: 17
- Met1 GRT Util: 0.432
- Clock Power Share: 0.180
- Fillers: 862
- Final hold violations: 0
- CTS Root Cell: clkbuf_8
- Fmax: roughly 0.16 GHz
- Power Internal: approximately 0.85 mW
- Max-cap viol count: 0
- Critical Path Sink: FSM_inst.travel_count[24]
- Post-CTS Setup Bufs: 0
- OpenROAD warnings: 33
- Drt total wl: between 10 and 15 mm
- Unique cell types: ~75
- CP bufs+invs: 1
- Worst Max-Slew Pin Slew: approximately 0.8 ns
- Logic depth of the worst path, buffers included: 16
- Iteration-0 DRC Markers: roughly 300
- Power Dens Cells: roughly 290 nW/um^2
- Yosys chip area: slightly below 5000 um^2
- Routed len/inst: 16.5 um
- Post-CTS sizing: 0
- GRT Max-Usage Layer: met1
- Peak VDD IR: roughly 130 uV
- Final Max Slew Viols: 0
- Final setup viols: 0
- Sw Ratio: 0.459
- # Cells Yosys: 587
- Slowest stage delay, CP: about 0.56 ns
- Pleak: 2.10 nW
- Clock buffer depth: 2
- Fraction of layout cells with a size suffix above 1: 0.0950
- Clock transition at path regs: roughly 0.09 ns
- Antenna-violating nets left: 0
- Worst-case clock skew: 0.0105 ns
- Vias: ~4,400
- Worst hold stages: 1
- Init Core Util: 0.525
- Placement Rows: 35
- Clock Latency Late Sink: 0.34 ns
- First-pass GRT wire length: slightly above 20 mm
[cell type report]
type / instances / area [um^2] / area share
multi-input combinational: 463 / 2910 / 0.541
sequential: 71 / 1780 / 0.330
timing repair buffer: 26 / 238 / 0.0441
tap: 129 / 161 / 0.0300
clock buffer: 9 / 124 / 0.0230
inverter: 24 / 90.1 / 0.0167
clock inverter: 7 / 81.3 / 0.0151
[routing by layer]
layer	part of all wire	wire, um
met5	0	0
met4	0.011	129
met3	0.054	645
met2	0.44	5250
met1	0.50	5970
[logic make-up (layout without fill, tap and decap cells)]
logic type	count (synthesis)	in the layout	synth area share
simple gates	240	240	0.249
compound gates	191	191	0.274
flops	71	71	0.361
buf+inv	53	66	0.0475
xor+xnor	15	15	0.0267
fa+ha+maj	14	14	0.0356
mux	3	3	0.00610
[cell usage after synthesis (all sizes together) (8+ instances only)]
cell	count	area [um^2]
clkbuf	20	75.1
o31ai	13	97.6
nand3	26	130
ha	14	175
xor2	8	70.1
nor2b	9	56.3
nand2	51	191
o21ai	46	230
buf	9	68.8
nor2	64	243
or3	14	93.8
nor3	16	106
dfrtp	71	1780
a31oi	18	128
a41oi	12	158
inv	22	82.6
and3	20	135
a21oi	53	273
[sequential cells by signal (all words and copies together) (netlist names)]
signal / flops
FSM_inst.saved_state: 2
FSM_inst.travel_count: 27
FSM_inst.stop_toggle: 1
FSM_inst.door_count: 27
ARBITER_inst.req_pending: 5
FSM_inst.state: 3
FSM_inst.door: 1
FSM_inst.curr_floor: 3
FSM_inst.up: 1
FSM_inst.down: 1
[per-stage QoR]
stage	instance area (um^2)	utilization	hold WS, ns	setup slack (ns)	cells
2_1_floorplan	4920	-	0.437	3.27	587
3_3_place_gp	5180	0.553	0.461	2.08	713
3_5_place_dp	5180	0.553	0.465	1.96	713
4_1_cts	5390	0.575	0.481	2.33	729
5_1_grt	5390	0.575	0.501	1.92	729
6_report	5390	0.575	0.476	2.27	729
[how the worst min path moves through the flow]
stage         slack [ns]                       from                        end
finish              0.48  FSM_inst.travel_count[16]  FSM_inst.travel_count[16]
global route        0.50  FSM_inst.travel_count[16]  FSM_inst.travel_count[16]
CTS                 0.48  FSM_inst.travel_count[16]  FSM_inst.travel_count[16]
[cells in the final DEF, fill, tap and decap left out, drive strengths merged, types with 14 or more instances in the layout]
| cell type | n |
|---|---|
| nor2 | 64 |
| clkdlybuf4s50 | 17 |
| and3 | 20 |
| dfrtp | 71 |
| nor3 | 16 |
| nand2 | 51 |
| a31oi | 18 |
| nand3 | 26 |
| o21ai | 46 |
| or3 | 14 |
| ha | 14 |
| inv | 24 |
| a21oi | 53 |
[power by group through the flow]
stage / clock, mW / sequential, mW / combinational (mW)
after global routing: 0.310 / 0.556 / 0.848
after CTS: 0.293 / 0.536 / 0.751
final: 0.283 / 0.537 / 0.755
Power and IR drop assume default switching activity.
